**design/flow/design.v**
```verilog
module fixed_point_adder_signed (
    input  signed [31:0] a,  
    input  signed [31:0] b,  
    output signed [31:0] result,  
    output overflow  
);
    wire signed [32:0] sum;  
    assign sum = a + b;
    assign result = sum[31:0];
    assign overflow = (sum[32] != sum[31]);
endmodule
module one_adder(a,result);
    input [2:0] a;
    output [2:0] result;
    wire    [3:0] sum;
    assign sum = a + 1;
    assign result = sum[2:0];
endmodule
module comparator(a,b,result);
input[2:0] a,b;
output result;
assign result = (a==b)?1'b1:1'b0;
endmodule
module controller(clk, rst, start, ready, error, ov_flag, flush, load, controller_inuse);
    input   clk, rst, start, ready, error, ov_flag;
    output reg  flush, load, controller_inuse;
    reg[1:0] ns, ps;
always @(posedge clk, negedge rst) begin
    if (~rst) begin
        ps <= 2'b00;
    end
    else
        ps<= ns;
end
always @(*) begin
    if ((ps == 2'b01) && (error)) begin
        ns = 2'b00;
    end
    else begin
    case(ps)
        2'b00: ns = start ? 2'b01 : 2'b00;
        2'b01: ns = ready ? 2'b01 : 2'b01;
        2'b10: ns = 2'b01;
        default : ns = 2'b00;
    endcase
    end
end
always @(*) begin
    {flush, load, controller_inuse} = 0;
    case(ps)
        2'b00: ;
        2'b01: begin controller_inuse = 1; load= (ready) ? 1'b1: 1'b0; end
        2'b10: begin controller_inuse = 1; load=1; end
        default: ;
    endcase
end
endmodule
module datapath ( clk, rst, flush, load, x, n, controller_inuse, result, valid, ready, ov_flag);
input       clk,rst,flush,load;
input   [7:0]x;
input   [2:0]n;
input        controller_inuse;
output  [31:0]result;
output       valid;
output       ready;
output       ov_flag;
wire loop_stage1, inuse_stage1, loop_back_stage1;
wire [2:0] level_stage1, per_stage1;
wire [7:0] x_stage1;
wire [15:0] x_power_stage1;
wire [31:0] sum_stage1;
wire loop_stage2, inuse_stage2, loop_back_stage2;
wire [2:0] level_stage2, per_stage2;
wire [7:0] x_stage2;
wire [15:0] x_power_stage2;
wire [31:0] sum_stage2;
wire loop_stage3, inuse_stage3, loop_back_stage3;
wire [2:0] level_stage3, per_stage3;
wire [7:0] x_stage3;
wire [15:0] x_power_stage3;
wire [31:0] sum_stage3;
wire loop_stage4, inuse_stage4, loop_back_stage4;
wire [2:0] level_stage4, per_stage4;
wire [7:0] x_stage4;
wire [15:0] x_power_stage4;
wire [31:0] sum_stage4;
wire loop_stage4_out, inuse_stage4_out, loop_back_stage4_out;
wire [2:0] level_stage4_out, per_stage4_out;
wire [7:0] x_stage4_out;
wire [15:0] x_power_stage4_out;
wire [31:0] sum_stage4_out;
wire [7:0] x_input;
wire [2:0] n_input;
wire [11:0] overflow;
wire flush;
input_reg #(12)ir (
      .clk(clk),
      .rst(rst),
      .load(load),
      .data_in({x,n,controller_inuse}),
      .data_out({x_input,n_input,controller_inuse_input})     
);
mux_2to1 #(32) mux_sum_in(
     .in0(32'b0), 
     .in1(sum_stage4_out), 
     .sel(loop_stage4_out), 
     .out(sum_stage1)
);
mux_2to1 #(8) mux_x_in(
     .in0(x_input), 
     .in1(x_stage4_out), 
     .sel(loop_stage4_out), 
     .out(x_stage1)
);
mux_2to1 #(16) mux_xpower_in(
     .in0(16'b1000_0000_0000_0000), 
     .in1(x_power_stage4_out), 
     .sel(loop_stage4_out), 
     .out(x_power_stage1)
);
assign loop_back_stage1 = (loop_stage4_out) ? loop_stage4_out :1'b0;
assign loop_stage1 = (loop_stage4_out) ? 1'b0 :
                     (n_input>4)?1'b1:1'b0;
assign level_stage1 = (loop_stage4_out) ? level_stage4_out : 3'b0;
assign per_stage1 = (loop_stage4_out) ? per_stage4_out : n_input;
assign inuse_stage1 = (loop_stage4_out) ? inuse_stage4_out : controller_inuse_input;
wire [23:0] mul1_out;
wire [31:0] mul2_out;
wire [7:0] mux1_out;
wire [31:0] adder1_out;
wire [2:0] level_stage1_plus;
wire cmp_stage1,cmp_stage1_out ,valid_stage1;
fixed_point_adder_signed adder1 (
      .a(sum_stage1), 
      .b(mul2_out),
      .result(adder1_out), 
      .overflow(overflow[0]) 
);
fixed_point_multiplier_signed mul1 (
      .a(x_stage1), 
      .b(x_power_stage1), 
      .result(mul1_out), 
      .ov(overflow[1])
);
fixed_point_multiplier_signed_coef mul2 (
      .a(mul1_out), 
      .b(mux1_out), 
      .result(mul2_out), 
      .ov(overflow[2])
);
mux_2to1 #(8) mux1(
     .in0(8'b01000000), 
     .in1(8'b00001101), 
     .sel(loop_back_stage1), 
     .out(mux1_out)
);
register #(66) reg1(
    .clk(clk),
    .rst(rst),
    .flush(flush),
    .data_in({loop_stage1, inuse_stage1, loop_back_stage1,level_stage1_plus, per_stage1,cmp_stage1,
                x_stage1, mul1_out[23:8], adder1_out}),
    .data_out({loop_stage2, inuse_stage2, loop_back_stage2,level_stage2, per_stage2,cmp_stage1_out,
                 x_stage2, x_power_stage2, sum_stage2})
);
one_adder o1(
    .a(level_stage1),
    .result(level_stage1_plus)
);
comparator comp1(
    .a(level_stage1),
    .b(per_stage1),
    .result(cmp_stage1)
);
assign valid_stage1 = cmp_stage1_out & inuse_stage2;
wire [23:0] mul3_out;
wire [31:0] mul4_out;
wire [7:0] mux2_out;
wire [31:0] adder2_out;
wire [2:0] level_stage2_plus;
wire cmp_stage2, cmp_stage2_out, valid_stage2;
fixed_point_adder_signed adder2 (
      .a(sum_stage2), 
      .b(mul4_out),
      .result(adder2_out), 
      .overflow(overflow[3]) 
);
fixed_point_multiplier_signed mul3 (
      .a(x_stage2), 
      .b(x_power_stage2), 
      .result(mul3_out), 
      .ov(overflow[4])
);
fixed_point_multiplier_signed_coef mul4 (
      .a(mul3_out), 
      .b(mux2_out), 
      .result(mul4_out), 
      .ov(overflow[5])
);
mux_2to1 #(8) mux2(
     .in0(8'b11100000), 
     .in1(8'b11110101), 
     .sel(loop_back_stage2), 
     .out(mux2_out)
);
register #(66) reg2(
    .clk(clk),
    .rst(rst),
    .flush(flush),
    .data_in({loop_stage2, inuse_stage2, loop_back_stage2,level_stage2_plus, per_stage2,cmp_stage2,
                x_stage2, mul3_out[23:8], adder2_out}),
    .data_out({loop_stage3, inuse_stage3, loop_back_stage3,level_stage3, per_stage3,cmp_stage2_out,
                 x_stage3, x_power_stage3, sum_stage3})
);
one_adder o2(
    .a(level_stage2),
    .result(level_stage2_plus)
);
comparator comp2(
    .a(level_stage2),
    .b(per_stage2),
    .result(cmp_stage2)
);
assign valid_stage2 = cmp_stage2_out & inuse_stage3;
wire [23:0] mul5_out;
wire [31:0] mul6_out;
wire [7:0] mux3_out;
wire [31:0] adder3_out;
wire [2:0] level_stage3_plus;
wire cmp_stage3, cmp_stage3_out, valid_stage3;
fixed_point_adder_signed adder3 (
      .a(sum_stage3), 
      .b(mul6_out),
      .result(adder3_out), 
      .overflow(overflow[6]) 
);
fixed_point_multiplier_signed mul5 (
      .a(x_stage3), 
      .b(x_power_stage3), 
      .result(mul5_out), 
      .ov(overflow[7])
);
fixed_point_multiplier_signed_coef mul6 (
      .a(mul5_out), 
      .b(mux3_out), 
      .result(mul6_out), 
      .ov(overflow[8])
);
mux_2to1  #(8)mux3(
     .in0(8'b00010101), 
     .in1(8'b00001001), 
     .sel(loop_back_stage3), 
     .out(mux3_out)
);
register #(66) reg3(
    .clk(clk),
    .rst(rst),
    .flush(flush),
    .data_in({loop_stage3, inuse_stage3, loop_back_stage3,level_stage3_plus, per_stage3, cmp_stage3,
                x_stage3, mul5_out[23:8], adder3_out}),
    .data_out({loop_stage4, inuse_stage4, loop_back_stage4,level_stage4, per_stage4,cmp_stage3_out,
                 x_stage4, x_power_stage4, sum_stage4})
);
one_adder o3(
    .a(level_stage3),
    .result(level_stage3_plus)
);
comparator comp3(
    .a(level_stage3),
    .b(per_stage3),
    .result(cmp_stage3)
);
assign valid_stage3 = cmp_stage3_out & inuse_stage4;
wire [23:0] mul7_out;
wire [31:0] mul8_out;
wire [7:0] mux4_out;
wire [31:0] adder4_out;
wire [2:0] level_stage4_plus;
wire cmp_stage4,cmp_stage4_out, valid_stage4;
fixed_point_adder_signed adder4 (
      .a(sum_stage4), 
      .b(mul8_out),
      .result(adder4_out), 
      .overflow(overflow[9]) 
);
fixed_point_multiplier_signed mul7 (
      .a(x_stage4), 
      .b(x_power_stage4), 
      .result(mul7_out), 
      .ov(overflow[10])
);
fixed_point_multiplier_signed_coef mul8 (
      .a(mul7_out), 
      .b(mux4_out), 
      .result(mul8_out), 
      .ov(overflow[11])
);
mux_2to1  #(8) mux4(
     .in0(8'b11110000), 
     .in1(8'b11111000), 
     .sel(loop_back_stage4), 
     .out(mux4_out)
);
register #(66) reg4(
    .clk(clk),
    .rst(rst),
    .flush(flush),
    .data_in({loop_stage4, inuse_stage4, loop_back_stage4,level_stage4_plus, per_stage4,cmp_stage4,
                x_stage4, mul7_out[23:8], adder4_out}),
    .data_out({loop_stage4_out, inuse_stage4_out, loop_back_stage4_out,level_stage4_out, per_stage4_out,cmp_stage4_out,
                 x_stage4_out, x_power_stage4_out, sum_stage4_out})
);
one_adder o4(
    .a(level_stage4),
    .result(level_stage4_plus)
);
comparator comp4(
    .a(level_stage4),
    .b(per_stage4),
    .result(cmp_stage4)
);
assign valid_stage4 = cmp_stage4_out & inuse_stage4_out;
assign ov_flag = (valid_stage1)? overflow[0] :
                 (valid_stage2)? overflow[3] :
                 (valid_stage3)? overflow[6] :
                 (valid_stage4)? overflow[9] : 0;
assign ready = ~loop_stage4;
assign valid = (valid_stage1)||(valid_stage2)||(valid_stage3)||(valid_stage4);
assign result = (valid_stage1)? sum_stage2 :
                (valid_stage2)? sum_stage3 :
                (valid_stage3)? sum_stage4 :
                (valid_stage4)? sum_stage4_out : 0;
endmodule
module input_reg #(parameter size = 32)(clk,rst,load,data_in,data_out);
input clk,rst,load;
input [size-1:0]data_in;
output reg [size-1:0]data_out;
always @(posedge clk, negedge rst) begin
    if(~rst)
        data_out<=0;
    else begin
        if (load) begin
            data_out<=data_in;
        end
        else begin
            data_out<=0;
        end
    end
end
endmodule
module fixed_point_multiplier_signed (
    input  signed [7:0] a, 
    input  signed [15:0] b, 
    output signed [23:0] result, 
    output reg ov
);
    wire signed [23:0] full_product;
    assign full_product = a * b;
    assign result = full_product;
    always @(*) begin
        if((full_product>1)||(full_product<(-1)))
            ov=1;
        else
            ov=0;
    end
endmodule
module fixed_point_multiplier_signed_coef (
    input  signed [23:0] a, 
    input  signed [7:0] b, 
    output signed [31:0] result, 
    output reg ov
);
    wire signed [31:0] full_product;
    assign full_product = a * b;
    assign result = full_product;
    always @(*) begin
        if((full_product>1)||(full_product<(-1)))
            ov=1;
        else
            ov=0;
    end
endmodule
module mux_2to1 #(parameter size = 32 ) (
    input  [size-1:0] in0, 
    input  [size-1:0] in1, 
    input        sel, 
    output [size-1:0] out  
);
    assign out = (sel) ? in1 : in0;
endmodule
module register #(parameter size = 32)(clk,rst,flush,data_in,data_out);
input clk,rst,flush;
input [size-1:0]data_in;
output reg [size-1:0]data_out;
always @(posedge clk, negedge rst) begin
    if(~rst)
        data_out<=0;
    else begin
        if (flush) begin
            data_out<=0;
        end
        else begin
            data_out<=data_in;
        end
    end
end
endmodule
module top_module (
    clk,
    rst,
    X,
    n,
    start,
    Y,
    valid,
    ready,
    overflow,
    error
);
input clk, rst, start;
input [7:0] X;
input [2:0] n;
output valid, ready, overflow, error;
output [31:0] Y;
wire flush,load,controller_inuse;
datapath dp( .clk(clk),
             .rst(rst),
             .flush(flush),
             .load(load),
             .x(X),
             .n(n), 
             .controller_inuse(controller_inuse), 
             .result(Y), 
             .valid(valid), 
             .ready(ready), 
             .ov_flag(overflow)
            );
controller ctrl( .clk(clk), 
                 .rst(rst), 
                 .start(start), 
                 .ready(ready), 
                 .error(error), 
                 .ov_flag(overflow), 
                 .flush(flush), 
                 .load(load), 
                 .controller_inuse(controller_inuse)
                );
endmodule
```
**design/flow/run.sh**
```bash
#!/bin/bash
# OpenROAD 26Q1-2900-gdf79404cd8, Yosys 0.63+post, stock flow scripts
make -C /OpenROAD-flow-scripts/flow DESIGN_CONFIG=/design/flow/config.mk WORK_HOME=/design/flow/orfs finish
```
**design/flow/config.mk**
```make
export PLATFORM = sky130hd
export DESIGN_NAME = top_module
export DESIGN_NICKNAME = top_module
export VERILOG_FILES = /design/flow/design.v
export SDC_FILE = /design/flow/constraint.sdc
export NUM_CORES = 4
export LEC_CHECK = 1
export CORE_UTILIZATION = 50
```
**design/flow/constraint.sdc**
```tcl
current_design top_module

set clk_period 19.0
set clk_io_pct 0.2

create_clock -name clk0 -period $clk_period [get_ports {clk}]

set non_clock_inputs [all_inputs -no_clocks]
set_input_delay [expr $clk_period * $clk_io_pct] -clock clk0 $non_clock_inputs
set_output_delay [expr $clk_period * $clk_io_pct] -clock clk0 [all_outputs]
```
==> impl_metrics.toml <==
# yosys + openroad results
[yosys]
async_reset_ff_share_pct = 100.0
yosysTopAreaCellShare_pct = 29.79
synth-cells-yosys = 4554
top_cells_by_area = "fa_1 (30%), ha_1 (18%), dfrtp_1 (16%)"
syn_area_per_cell_um2 = 9.444
ys_ff = 276
ys_top_cells_by_count = "inv_1 (1109), fa_1 (640), ha_1 (604)"
synth-warning-count = 7
synthFlopType = "dfrtp_1"
netlist_area_um2 = 43010
top_area_cell = "fa_1"
yosysSeqAreaShare_pct = 16.06
synth_cell_types = 72
edf_count = 0
yosysMostFrequentCell = "inv_1"
syn_inst = 4554
synth-area-yosys_um2 = 43010

[cells_and_area]
final_util_pct = 54.28
final_area_um2 = 46220
drive_above_1_share_pct = 3.072
syn2layout_area_growth_pct = 7.465
combGateArea_um2 = 31570
final.fill_count = 7733
final_cells = 5771
regArea_um2 = 6910

[outcome]
status = "completed"

[critical_path]
path_class = "register to output pin"
start_kind = "register"
cp_max_fo = 99
crit_path_end_kind = "output pin"
slowest_stage = "dfrtp_4"
crit_arrival_ns = 12.17
required_ns = 15.20
crit_path_max_incr_delay_ns = 0.95
cpMostUsedCell = "fa_1"

[routing]
routedWlPerCell_um = 17.79
drt_pass1_iterations = 7
wl_um = 102600
drt_iter0_drc = 1392
num_vias = 29504
ant_nets = 0
via_per_inst = 5.112
drc = 0

[timing]
hold_slack_ns = 0.3475
fmax_mhz = 62.61
fin_tns_setup_ns = 0
slew-limit-headroom_pct = 39.01
tightest_slew_ns = 0.9148
period_used_pct = 84.06
finClkSkew_ns = 0.02942
rsz0062_at_grt = "false"
period_minus_slack_ns = 15.97
hold_viol = 0
final_max_slew_viol_count = 0
final-setup-viol-count = 0

[clock_network]
insertion_delay_ns = 0.58
cts_setup_buffers = 0
ctsResizeCount = 0
path_clk_slew_ns = 0.06
clock_path_buffers = 3
hold_buffers = 0
cts_tree = "done"
htreeDepth = 2
clock_sinks = 276
cts_buffers = 38
root_buffer = "clkbuf_16"

[placement]
place_hpwl_um = 86100
placed_area_um2 = 44930
io_buffers = 48
placed_cells = 5698
place_congestion = 0.9581

[global_route]
grt_max_degree = 100
grt_use_total_pct = 26.97
grt_use_met3_pct = 6.561
overflow = 0
grt_use_met2_pct = 40.20
top_usage_layer = "met1"
grt_pass1_wl_um = 168600
grt_pass1_vias = 30527
grt_antenna_before_repair = 2
grtUsageMet1_pct = 42.72

[die]
rows = 107
fp-utilization_pct = 50.51
fp.dieW_um = 295.3
ios = 50
core-area_um2 = 85150
dieArea_um2 = 87190
die_h_um = 295.3

[worst_hold_path]
hold_path.class = "register to register"

[run]
warning_count = 28
max_cap_viol_count = 0
cell type report:
type | instances | share of cell area, %
clock inverter | 21 | 0.5469
clock buffer | 48 | 2.225
tap | 1144 | 3.097
sequential | 276 | 14.95
inverter | 1110 | 9.015
multi-input combinational | 3072 | 68.31
antenna | 4 | 0.02166
timing repair buffer | 96 | 1.830
worst max-delay path, delay by kind of cell (launching register included):
kind / cells / cell delay, ns
buffers and inverters: 8 / 1.04
adders and majority gates: 10 / 4.31
and+or+nand+nor: 5 / 1.13
AOI/OAI and AO/OA: 14 / 3.22
xor gates and xnor gates: 2 / 0.32
DFF: 1 / 0.95
muxes: 2 / 0.59
layer usage:
metal  wire length [um]  up-vias
met5                 13        -
met4               2678        2
met3               7010      101
met2              46310      653
met1              46630    14474
li1                   -    14274
cells in the final DEF (no fill, tap or decap), drive strengths merged, types with 9 or more instances in the layout:
cell and count:
nor2b 27, a21o 90, nand3 34, nor3 29, o21ai 75, a21boi 10
o211ai 9, clkbuf 48, buf 49, ha 604, a211oi 11, o21bai 37
o22ai 33, clkdlybuf4s50 47, xor2 62, clkinv 10, nand2b 35, fa 640
nand2 196, o21a 24, mux2 9, a21oi 154, inv 1116, and2 362
nor2 204, a221oi 38, xnor2 163, a31oi 15, nand4 11, and3 97
dfrtp 276
path summary, 6_finish.rpt:
kind                                                start                             end  slack (ns)  cells past startpoint
max in group asynchronous                             rst  dp.reg4.data_out[33]$_DFF_PN0_       14.18                      3
min in group asynchronous                             rst  dp.reg1.data_out[47]$_DFF_PN0_        3.12                      1
hold reg to reg            dp.reg1.data_out[65]$_DFF_PN0_  dp.reg2.data_out[65]$_DFF_PN0_        0.35                      0
setup reg to reg           dp.reg4.data_out[65]$_DFF_PN0_  dp.reg1.data_out[31]$_DFF_PN0_        8.37                     36
hold / removal             dp.reg1.data_out[65]$_DFF_PN0_  dp.reg2.data_out[65]$_DFF_PN0_        0.35                      0
setup / recovery           dp.reg4.data_out[65]$_DFF_PN0_                        overflow        3.03                     41
flip-flops by register name (all words and copies together) (netlist names):
register and count:
dp.reg4.data_out 65, dp.reg2.data_out 66, dp.ir.data_out 12, dp.reg1.data_out 66
ctrl.ps 1, dp.reg3.data_out 66
cells by family after synthesis:
family | synth area share (%)
AND-OR/OR-AND | 8.571
XOR/XNOR | 4.582
adder cells (fa/ha/maj) | 47.36
buffers and inverters | 10.58
flip-flops | 16.06
multiplexers | 0.3288
other | 0.01746
AND/OR/NAND/NOR | 12.50
through the flow:
stage	setup WS (ns)
2_1_floorplan	4.904
3_3_place_gp	3.689
3_5_place_dp	3.643
4_1_cts	2.996
5_1_grt	2.266
6_report	3.028
